[/design/flow/design.v]
module VX_multiplier #(
    parameter WIDTHA  = 1,
    parameter WIDTHB  = 1,
    parameter WIDTHP  = 1,
    parameter SIGNED  = 0,
    parameter LATENCY = 0
) (
    input wire clk,    
    input wire enable,
    input wire [WIDTHA-1:0]  dataa,
    input wire [WIDTHB-1:0]  datab,
    output wire [WIDTHP-1:0] result
);
    wire [WIDTHP-1:0] result_unqual;
    if (SIGNED) begin
        assign result_unqual = $signed(dataa) * $signed(datab);
    end else begin
        assign result_unqual = dataa * datab;
    end
    if (LATENCY == 0) begin
        assign result = result_unqual;
    end else begin        
        reg [WIDTHP-1:0] result_pipe [LATENCY-1:0];
        always @(posedge clk) begin
            if (enable) begin
                result_pipe[0] <= result_unqual;
            end
        end
        for (genvar i = 1; i < LATENCY; i++) begin
            always @(posedge clk) begin
                if (enable) begin
                    result_pipe[i] <= result_pipe[i-1];
                end
            end
        end
        assign result = result_pipe[LATENCY-1]; 
    end
endmodule
module VX_shift_register_nr #( 
    parameter DATAW  = 1,
    parameter DEPTH  = 1,
    parameter NTAPS  = 1,
    parameter DEPTHW = $clog2(DEPTH),
    parameter [(DEPTHW*NTAPS)-1:0] TAPS = {NTAPS{DEPTHW'(DEPTH-1)}}
) (
    input wire clk,
    input wire enable,
    input wire [DATAW-1:0]          data_in,
    output wire [(NTAPS*DATAW)-1:0] data_out
);
    reg [DEPTH-1:0][DATAW-1:0] entries;
    always @(posedge clk) begin
        if (enable) begin                    
            for (integer i = DEPTH-1; i > 0; --i)
                entries[i] <= entries[i-1];
            entries[0] <= data_in;
        end
    end
    for (genvar i = 0; i < NTAPS; ++i) begin
        assign data_out [i*DATAW+:DATAW] = entries [TAPS[i*DEPTHW+:DEPTHW]];
    end
endmodule
module VX_shift_register_wr #( 
    parameter DATAW  = 1, 
    parameter DEPTH  = 1,
    parameter NTAPS  = 1,
    parameter DEPTHW = $clog2(DEPTH),
    parameter [(DEPTHW*NTAPS)-1:0] TAPS = {NTAPS{DEPTHW'(DEPTH-1)}}
) (
    input wire clk,
    input wire reset,
    input wire enable,
    input wire [DATAW-1:0]          data_in,
    output wire [(NTAPS*DATAW)-1:0] data_out
);
    reg [DEPTH-1:0][DATAW-1:0] entries;
    always @(posedge clk) begin
        if (reset) begin
            entries <= '0;
        end else if (enable) begin                    
            for (integer i = DEPTH-1; i > 0; --i)
                entries[i] <= entries[i-1];
            entries[0] <= data_in;
        end
    end
    for (genvar i = 0; i < NTAPS; ++i) begin
        assign data_out [i*DATAW+:DATAW] = entries [TAPS[i*DEPTHW+:DEPTHW]];
    end
endmodule
module VX_shift_register #( 
    parameter DATAW  = 1, 
    parameter RESETW = 0,
    parameter DEPTH  = 1,
    parameter NTAPS  = 1,
    parameter DEPTHW = $clog2(DEPTH),
    parameter [(DEPTHW*NTAPS)-1:0] TAPS = {NTAPS{DEPTHW'(DEPTH-1)}}
) (
    input wire clk,
    input wire reset,
    input wire enable,
    input wire [DATAW-1:0]          data_in,
    output wire [(NTAPS*DATAW)-1:0] data_out
);
    if (RESETW != 0) begin
        if (RESETW == DATAW) begin
            VX_shift_register_wr #(
                .DATAW (DATAW),
                .DEPTH (DEPTH),
                .NTAPS (NTAPS),
                .TAPS  (TAPS)
            ) sr (
                .clk      (clk),
                .reset    (reset),
                .enable   (enable),
                .data_in  (data_in),
                .data_out (data_out)
            );
        end else begin
            VX_shift_register_wr #(
                .DATAW (RESETW),
                .DEPTH (DEPTH),
                .NTAPS (NTAPS),
                .TAPS  (TAPS)
            ) sr_wr (
                .clk      (clk),
                .reset    (reset),
                .enable   (enable),
                .data_in  (data_in[DATAW-1:DATAW-RESETW]),
                .data_out (data_out[DATAW-1:DATAW-RESETW])
            );
            VX_shift_register_nr #(
                .DATAW (DATAW-RESETW),
                .DEPTH (DEPTH),
                .NTAPS (NTAPS),
                .TAPS  (TAPS)
            ) sr_nr (
                .clk      (clk),
                .enable   (enable),
                .data_in  (data_in[DATAW-RESETW-1:0]),
                .data_out (data_out[DATAW-RESETW-1:0])
            );
        end
    end else begin        
        VX_shift_register_nr #(
            .DATAW (DATAW),
            .DEPTH (DEPTH),
            .NTAPS (NTAPS),
            .TAPS  (TAPS)
        ) sr (
            .clk      (clk),
            .enable   (enable),
            .data_in  (data_in),
            .data_out (data_out)
        );
    end    
endmodule
module madd #(
    parameter DATA_SIZE = 32, MULTIPLY_CYCLES = 3
) (
    input wire clk,    
    input wire enable,
    input wire reset,
    input wire [DATA_SIZE-1:0]  dataa,
    input wire [DATA_SIZE-1:0]  datab,
    input wire [DATA_SIZE-1:0]  datac,
    output wire [DATA_SIZE-1:0] result
);
    wire[DATA_SIZE-1:0] mult_out, add_out;
    VX_multiplier #(.WIDTHA(DATA_SIZE), 
                    .WIDTHB(DATA_SIZE), 
                    .WIDTHP(DATA_SIZE), 
                    .SIGNED(1), 
                    .LATENCY(MULTIPLY_CYCLES+1)) 
                    multiplier (.clk(clk), .enable(enable), .dataa(dataa), .datab(datab), .result(mult_out));
    VX_shift_register #(.DATAW(DATA_SIZE), .RESETW(0), .DEPTH(MULTIPLY_CYCLES), .NTAPS(1))
                    shift_reg (.clk(clk), .reset(reset), .enable(enable), .data_in(datac), .data_out(add_out));
    assign result = mult_out + add_out;
endmodule
module systolic_pe
#(parameter DATA_SIZE = 32)
(
 input wire [DATA_SIZE-1:0] in_data,
 input wire [DATA_SIZE-1:0] in_sum,  
 input wire clk, reset, enable, ld_weight,
 output reg [DATA_SIZE-1:0] out_data,
 output reg [DATA_SIZE-1:0] out_sum);
reg [DATA_SIZE-1:0] weight;
wire[DATA_SIZE-1:0] madd_out;
wire[DATA_SIZE-1:0] shift_out;
wire [DATA_SIZE-1:0] add;
assign add = ld_weight ? 0 : in_sum;
madd #(.DATA_SIZE(DATA_SIZE), .MULTIPLY_CYCLES(3)) madd_unit (.clk(clk), .enable(enable), .reset(reset), .dataa(in_data), .datab(weight), .datac(add), .result(madd_out));
VX_shift_register #(.DATAW(DATA_SIZE), .RESETW(0), .DEPTH(3), .NTAPS(1))
				shift_reg (.clk(clk), .reset(reset), .enable(enable), .data_in(in_data), .data_out(shift_out));
always_ff @(posedge clk)
	begin
		if(reset || !enable)
			begin
				out_data <= 0;
				out_sum <= 0;
			end
		else if(ld_weight) 
			begin 
				weight <= in_sum;
				out_sum <= in_sum;
			end 	
		else
			begin
				out_data <= shift_out;
				out_sum <= madd_out;
			end
	end
endmodule
[/design/flow/run.sh]
#!/bin/bash
# OpenROAD 26Q1-2900-gdf79404cd8, Yosys 0.63+post, stock flow scripts
make -C /OpenROAD-flow-scripts/flow DESIGN_CONFIG=/design/flow/config.mk WORK_HOME=/design/flow/orfs finish
[/design/flow/config.mk]
export PLATFORM = sky130hd
export DESIGN_NAME = systolic_pe
export DESIGN_NICKNAME = systolic_pe
export VERILOG_FILES = /design/flow/design.v
export SDC_FILE = /design/flow/constraint.sdc
export NUM_CORES = 4
export LEC_CHECK = 1
export CORE_UTILIZATION = 40
[/design/flow/constraint.sdc]
current_design systolic_pe

set clk_period 15.0
set clk_io_pct 0.2

create_clock -name clk0 -period $clk_period [get_ports {clk}]

set non_clock_inputs [all_inputs -no_clocks]
set_input_delay [expr $clk_period * $clk_io_pct] -clock clk0 $non_clock_inputs
set_output_delay [expr $clk_period * $clk_io_pct] -clock clk0 [all_outputs]
==> run notes <==
Flow results follow.

The flow ran to the end, and the final reports show no timing, DRC or antenna violations. The path with the worst hold slack has its endpoint at madd_unit.shift_reg.genblk1.sr.entries[80]$_DFFE_PP_. The maximum level of the CTS H-tree is 2.

The number of failing setup endpoints in the final timing report is 0. For this run, the top clock speed supported by timing is slightly below 0.1 GHz. The maximum number of pins on one net before global-route repair is 70. The remaining antenna violation count after routing is 0. According to the report, the first pass of detailed routing completed in 5 iterations. For reference, the critical path cell chain is clkdlybuf4s50_1 > and2_1 > fa_1 > fa_1 > fa_1 > inv_1 > fa_1 > inv_1 > fa_1 > fa_1 > fa_1 > inv_1 > fa_1 > inv_1 > ha_1 > a21o_1 > a21o_1 > a21oi_1 > and3_1 > and3_1 > nor3_1 > o31a_1 > o41a_1 > xor2_1.

The root buffer cell chosen for the clock tree is sky130_fd_sc_hd__clkbuf_16. The routed layout has 18,221 vias. The number of clock sinks seen by CTS is 416.

Per the run report, area growth between synthesis and finish was 12.68%. The count of instances resized after the clock tree is built is 0. The time the worst path needs with I/O delays and setup is 10.10 ns. The final report lists a non-filler cell total of 3,768. The final report gives the standard cell area, fillers excluded, as 34,600 um2.

Per the detail_route report, DRC violations left total 0. The timing report attributes the biggest portion of critical-path delay to adder cells. The worst setup path is launched from an input pin. Sorting the synthesis cell report by count puts at the top sky130_fd_sc_hd__inv_1. The transition time at the pin with the least slew margin is slightly above 0.9 ns. The synthesized netlist occupies a cell area of 30,710 um2. Looking at the clock tree report, the maximum root-to-sink buffer count equals 3. Per the run summary, max-cap violations total 0. At the later pin of the worst-skew pair, clock insertion delay measures 0.56 ns. The count of cell types in the netlist is 65.

The part of the cycle the worst path needs is 0.6736. The reg-to-reg endpoint is madd_unit.multiplier.genblk2.result_pipe[0][28]$_DFFE_PP_. The top cell type's share of synthesized area is 0.3442.

The synthesized netlist has a Yosys-reported chip area of 30,710 um2. The DRC marker count from the first detailed-route iteration is 844. The number of cells traversed by the worst register-to-register path is 24. Per the synthesis report, the dominant area consumer among library cells is sky130_fd_sc_hd__edfxtp_1.

Setup repair after global routing left no endpoint under its margin. The share of the core area taken by cells at floorplan is 0.4043. The post-cts hold buffer count is 0. The placement summary gives the final routability congestion estimate as 0.9059. The most critical hold endpoint after final layout shows a slack of roughly 0.41 ns. For this sky-water flow run, the detailed-routed wirelength per cell is reported as approximately 19 um. The number of stages on the worst hold path is 0.

The critical path's slowest stage uses the library cell sky130_fd_sc_hd__clkdlybuf4s50_1. The worst setup path is of the in2reg kind. The async set-or-reset flop fraction in the synthesized netlist is 0.

The via count of the first global-routing pass came to 20,151. Fill cells in the final layout number 6,690. For reference, the top cells by area after synthesis are sky130_fd_sc_hd__edfxtp_1 (34%), sky130_fd_sc_hd__fa_1 (27%), sky130_fd_sc_hd__ha_1 (7.4%). The number of placement rows is 101.

The die covers 77,880 um2. Counting the warning lines in the Yosys log gives 4. The multi-input gate area in the final layout is 16,830 um2. After clock tree synthesis, the clock-pin slew on the worst setup and hold paths is 0.06 ns.

The max-slew headroom at the worst pin is 0.3874. The number of antenna repair diodes is 0. The required arrival time at the worst endpoint is 15.31 ns. After synthesis the netlist holds a flip-flop and latch count of 416.

The arrival time at the worst endpoint is 10.41 ns. After detailed routing, the total wire length is 70.07 mm. The placeable core area is about 76,000 um2. The count of mapped cells out of synthesis is 2,595. The start point of the worst hold path is madd_unit.shift_reg.genblk1.sr.entries[48]$_DFFE_PP_. The first global-routing pass estimated 113.5 mm of wire. The buffering stage count on the worst path with inverters included is 5. The detailed-placement wirelength estimate is 52.46 mm.

The worst hold path class is reg2reg. According to the I/O placement log, the pin count is 132. The number of instances in the placed design is 3,690. Per Yosys stat, the portion of area used by sequential elements is 0.3859. Yosys reports that the most numerous cell types are sky130_fd_sc_hd__inv_1 (436), sky130_fd_sc_hd__fa_1 (409), sky130_fd_sc_hd__edfxtp_1 (352). The kind of end point of the critical path is a flop. The instance area at placement is 33,210 um2.

Per the TritonCTS log, the buffer count is 43. Recorded from the global router log, the overflow total was 0. According to the floorplan report, the die height is 279.1 um. The post-synth tally of flip-flops with integrated enable is around 350.

The largest stage delay on the critical path is approximately 1.1 ns. The TritonCTS clock tree is done. The total global-route track usage is 0.2049.

Across the whole layout, storage elements account for 11,850 um2. The number of antenna violations at the first check in global routing is 2.

The cell seen most often among critical-path stages is sky130_fd_sc_hd__fa_1. OpenROAD emitted warnings numbering 25. In the final report, the number of pins over their slew limit comes to 0. The number of setup buffers added after CTS is 0.

The number of standard cells reported by yosys is 2,595. For flop-to-flop paths, the worst setup slack is 7.70 ns. Per the timing report, the biggest fanout along the worst path comes to 21. The source of the worst register-to-register timing path is weight[3]$_DFFE_PP_. In the synthesized netlist the dominant register cell turns out to be sky130_fd_sc_hd__edfxtp_1. Per the final timing report, the hold violations number 0. The worst clock skew is about 0.011 ns. Buffers placed on the I/O ports in this run total 131. The number of vias per cell after detailed routing is 4.836. The overall die width is 279.1 um. The layout summary lists the proportion of cells stronger than drive strength 1 as 0.04638. A synthesized cell averages 11.83 um2. The accumulated negative setup slack is 0 ns.
## logic make-up after synthesis
logic type	Yosys count	synth area share
AND-OR/OR-AND	171	0.03928
XOR/XNOR	115	0.03280
adder cells (fa/ha/maj)	590	0.3404
buffers and inverters	541	0.06621
flip-flops	416	0.3859
multiplexers	36	0.01173
AND/OR/NAND/NOR	726	0.1237
## area by class of cell
cell class | count | share of cell area
well taps | 1030 | 0.03724
multi-input cells | 1638 | 0.4864
inverters | 437 | 0.04740
clock buffers | 54 | 0.03348
clock inverters | 24 | 0.006762
repair buffers | 169 | 0.04621
flip-flops and latches | 416 | 0.3425
## how the worst max path moves through the flow
stage / startpoint / end / cells after the start / slack [ns]
global route: in_data[12] / madd_unit.multiplier.genblk2.result_pipe[0][29]$_DFFE_PP_ / 24 / 4.58
finish: in_data[12] / madd_unit.multiplier.genblk2.result_pipe[0][28]$_DFFE_PP_ / 24 / 4.90
CTS: in_data[12] / madd_unit.multiplier.genblk2.result_pipe[0][28]$_DFFE_PP_ / 24 / 4.92
## routing by layer
metal	wire [um]	track usage
met3	4965	0.06104
met2	35380	0.3342
met1	27890	0.2871
met4	1833	0.04396
met5	0	0
## stage by stage
step | setup slack (ns) | utilization
after floorplan | 5.218 | -
after global placement | 4.373 | 0.4373
after detailed placement | 4.305 | 0.4373
after CTS | 4.915 | 0.4556
after global routing | 4.576 | 0.4556
final | 4.897 | 0.4556
## sequential cells by signal (all words and copies together), names as in the netlist
register / count
madd_unit.multiplier.genblk2.result_pipe: 128
madd_unit.shift_reg.genblk1.sr.entries: 96
out_data: 32
out_sum: 32
shift_reg.genblk1.sr.entries: 96
weight: 32
## cells in the final DEF (no fill, tap or decap), drive strengths merged, types with 3 or more instances in the layout
| cell type | instances |
|---|---|
| clkbuf | 54 |
| nand4 | 5 |
| inv | 438 |
| o211ai | 4 |
| and3 | 7 |
| a21o | 32 |
| nand2b | 5 |
| a211oi | 6 |
| nand3 | 11 |
| edfxtp | 352 |
| dfxtp | 64 |
| xnor2 | 90 |
| xor2 | 25 |
| a31oi | 6 |
| ha | 181 |
| bufinv | 4 |
| nor2b | 39 |
| clkdlybuf4s50 | 129 |
| o21ai | 20 |
| nand2 | 213 |
| a22o | 7 |
| o21bai | 5 |
| and2 | 350 |
| o21a | 6 |
| buf | 40 |
| a211o | 4 |
| nor3 | 10 |
| fa | 409 |
| mux2i | 36 |
| a21oi | 62 |
| nor2 | 79 |
| clkinv | 17 |
| or3 | 3 |
## worst reg2reg max path: stages, from the launching register on
cell,delay (ns)
sky130_fd_sc_hd__edfxtp_1,0.33
sky130_fd_sc_hd__buf_4,0.36
sky130_fd_sc_hd__and2_1,0.23
sky130_fd_sc_hd__fa_1,0.44
sky130_fd_sc_hd__fa_1,0.49
sky130_fd_sc_hd__inv_1,0.05
sky130_fd_sc_hd__fa_1,0.49
sky130_fd_sc_hd__fa_1,0.55
sky130_fd_sc_hd__inv_1,0.05
sky130_fd_sc_hd__fa_1,0.48
sky130_fd_sc_hd__fa_1,0.50
sky130_fd_sc_hd__fa_1,0.49
sky130_fd_sc_hd__inv_1,0.05
sky130_fd_sc_hd__fa_1,0.47
sky130_fd_sc_hd__inv_1,0.04
sky130_fd_sc_hd__ha_1,0.34
sky130_fd_sc_hd__a21o_1,0.20
sky130_fd_sc_hd__a21o_1,0.17
sky130_fd_sc_hd__a21oi_1,0.18
sky130_fd_sc_hd__and3_1,0.17
sky130_fd_sc_hd__and3_1,0.17
sky130_fd_sc_hd__nor3_1,0.06
sky130_fd_sc_hd__o31a_1,0.27
sky130_fd_sc_hd__o41a_1,0.33
sky130_fd_sc_hd__xor2_1,0.15
